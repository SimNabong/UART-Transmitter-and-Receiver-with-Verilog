File: design/flow/design.v
module UARTReceiverStateMachine(
	input Rx_in,  
	input clk,  
	input ena,  
	input reset,  
	output [8:0] Dout,  
	output wire Mreset  
);
	parameter Idle=4'd0,Start=4'd1,d0=4'd2,d1=4'd3,d2=4'd4,d3=4'd5,d4=4'd6,d5=4'd7,d6=4'd8,d7=4'd9,ParityB=4'd10,Stop=4'd11,Error=4'd12;
	reg [3:0] state,next_state;  
	reg [8:0] Drs;  
	always@(posedge clk) begin  
		if(Mreset && ena)
			state <= Idle;
		else if(ena)
			state <= next_state;					
	end
	always@(*)begin  
		case(state)
			Idle: 	next_state=(~Rx_in)?Start:Idle;
			Start:	next_state=d0;
			d0:		next_state=d1;
			d1:		next_state=d2;
			d2:		next_state=d3;
			d3:		next_state=d4;
			d4:		next_state=d5;
			d5:		next_state=d6;
			d6:		next_state=d7;
			d7:		next_state=ParityB;
			ParityB:	next_state=(Rx_in)?Stop:Error;
			Stop:		next_state=(Rx_in)?Idle:Start;
			Error:	next_state=(Rx_in)?Idle:Error;
			default:	next_state=Idle;
		endcase
	end
	always@(posedge clk)begin  
		if(reset && ena)
			Drs <= 9'd0;
		else if(ena)
			case(next_state)
				d0:Drs[0] <= Rx_in;
				d1:Drs[1] <= Rx_in;
				d2:Drs[2] <= Rx_in;
				d3:Drs[3] <= Rx_in;
				d4:Drs[4] <= Rx_in;
				d5:Drs[5] <= Rx_in;
				d6:Drs[6] <= Rx_in;
				d7:Drs[7] <= Rx_in;
				ParityB:Drs[8] <= Rx_in;
				Error: Drs <= 9'd0;
				default: Drs <= Drs;
			endcase
	end
	reg [8:0] Doutr;
	always@(posedge clk)begin
		if(next_state==Stop && ena)  
			Doutr <= Drs;
		else if(next_state==Error && ena)   
			Doutr <= 9'd0;
	end
	assign Dout = Doutr; 
	assign Mreset = reset||state==Error||(state==Stop&&next_state==Idle);  
endmodule
File: design/flow/run.sh
#!/bin/bash
# OpenROAD 26Q1-2900-gdf79404cd8, Yosys 0.63+post, stock flow scripts
make -C /OpenROAD-flow-scripts/flow DESIGN_CONFIG=/design/flow/config.mk WORK_HOME=/design/flow/orfs finish
File: design/flow/config.mk
export PLATFORM = sky130hd
export DESIGN_NAME = UARTReceiverStateMachine
export DESIGN_NICKNAME = UARTReceiverStateMachine
export VERILOG_FILES = /design/flow/design.v
export SDC_FILE = /design/flow/constraint.sdc
export NUM_CORES = 4
export LEC_CHECK = 1
export CORE_AREA = 10 10 110 110
export DIE_AREA = 0 0 120 120
File: design/flow/constraint.sdc
current_design UARTReceiverStateMachine

set clk_period 3.7
set clk_io_pct 0.2

create_clock -name clk0 -period $clk_period [get_ports {clk}]

set non_clock_inputs [all_inputs -no_clocks]
set_input_delay [expr $clk_period * $clk_io_pct] -clock clk0 $non_clock_inputs
set_output_delay [expr $clk_period * $clk_io_pct] -clock clk0 [all_outputs]
==> impl_metrics.yaml <==
# flow metrics
cells_and_area:
  area_delta_synth_final_pct: 28.1
  stdcell_count: 302
  design_area_mm2: 0.00188
  drive_gt1_share_pct: 16.6
status:
  status: "finished, final reports clean"
clock_network:
  h-tree-depth: 2
  cts_hold_buf: 0
  ctsResizeCount: 0
  cts_tree: "done"
  max-clock-path-buffers: 2
  cts.clk_slew.worst_paths_ns: 0.07
  cts_buffers: 5
  clk_latency_ns: 0.28
  post_cts_buffers: 0
  cts-root-buf: "clkbuf_8"
  clock_sinks: 31
die:
  io_pins: 14
  chipArea_mm2: 0.0144
  rows: 36
  fp.dieH_um: 120
  core_util_floorplan_pct: 15.0
  core_area_mm2: 0.00977
  die_x_um: 120
route:
  antennaDiodeCount: 0
  via_count: 1140
  vias_per_cell: 3.77
  initialDrtViolationCount: 53
  postRouteAntennaNets: 0
  dr.pass1.iters: 4
  drc: 0
  wl_per_cell_um: 9.59
  wl_um: 2900
flow_run:
  warnings: 25
  maxCapViolations: 0
final_timing:
  timing.slew.headroom_pct: 51.8
  finalCriticalPeriod_ns: 3.52
  tightest_slew_ns: 0.717
  period_used_pct: 95.1
  rsz0062_at_grt: "no"
  hold_violations: 0
  max_freq_mhz: 284
  finalSetupTns_ns: 0
  drv_slew: 0
  finalSetupViolCount: 0
  fin_skew_ns: 0.00574
yosys:
  ys_cells: 151
  yosysTopAreaCellShare_pct: 30.0
  syn_area_per_cell_um2: 9.74
  synth_cell_types: 43
  async_reset_ff_share_pct: 0
  yosys_area_mm2: 0.00147
  ys_ff: 31
  edf_count: 9
  yosysWarnings: 1
  netlist_top_cells_area: "dfxtp_1, edfxtp_1, and2_1"
  synth_top_cell_by_area: "dfxtp_1"
  synthesis.area_mm2: 0.00147
  synth_seq_share_pct: 48.3
  synth_cells: 151
  flop_cell: "dfxtp_1"
global_route:
  grt_pass1_vias: 1023
  grt_max_degree: 20
  grt_pass1_wl_um: 4980
  grt_antenna_before_repair: 0
  grt_overflow: 0
  grt_usage_pct: 4.05
critical_path:
  startpoint_type: "primary input"
  worst-path-max-fanout: 9
  path_buffers: 2
  crit_path_top_delay_cell: "clkdlybuf4s50_1"
  setup.worst_path.end_class: "primary output"
  critPathKind: "in2out"
  crit_required_ns: 2.96
  cp_top_family: "buffers and inverters"
  critical_path.cell_chain: "clkdlybuf4s50_1 > o21bai_1 > nand4_4 > o41ai_4 > clkdlybuf4s50_1"
  rrSetupSlack_ns: 1.41
  cp_common_cell: "clkdlybuf4s50_1"
  arrival_ns: 2.78
  slowest_delay_ns: 0.64
hold_path:
  hp-class: "reg2reg"
placement:
  place_inst: 294
  placed_area_mm2: 0.00177
  hpwl_um: 2110
  portBuffers: 13
  gp_congestion: 0.813
power_and_ir_drop:
  power.density_mw_per_mm2: 415
  ir_drop_mv: 0.152
  power_w: 0.000782
  p_leak_nw: 0.640
[through the flow]
step / utilization [%] / worst slack, ns / hold WS (ns)
finish: 19.3 / 0.181 / 0.461
global route: 19.3 / 0.0175 / 0.483
CTS: 19.3 / 0.136 / 0.468
detailed placement: 18.1 / 0.145 / 0.453
global placement: 18.1 / 0.186 / 0.452
floorplan: - / 0.939 / 0.434
[where the power goes]
part,switching (W),internal [W]
registers,0.00000644,0.000357
logic,0.0000471,0.0000314
clock network,0.000123,0.000218
[worst paths after layout]
| path | startpoint | end | cells past startpoint |
|---|---|---|---|
| setup / recovery | Rx_in | Mreset | 5 |
| hold / removal | Drs[6] | Drs[6] | 1 |
| setup reg to reg | state[5] | state[7] | 6 |
| hold reg to reg | Drs[6] | Drs[6] | 1 |
[Yosys cell counts, drive strengths merged (2+ instances only)]
library cell	count
dfxtp	22
nor2	13
nand2	12
and2	10
inv	10
o22ai	10
a21oi	9
edfxtp	9
clkbuf	5
or2	5
mux2	4
o31ai	4
nand3b	3
nand4	3
o21ai	3
buf	2
nand3	2
nor2b	2
nor3	2
nor4	2
nor4b	2
o2111ai	2
o21a	2
or4	2
[cells in the final DEF, fill, tap and decap left out, types with 3 or more instances in the layout]
| master | instances |
|---|---|
| dfxtp_1 | 22 |
| clkdlybuf4s50_1 | 13 |
| nor2_1 | 12 |
| nand2_1 | 12 |
| inv_1 | 10 |
| o22ai_1 | 10 |
| and2_1 | 10 |
| edfxtp_1 | 9 |
| a21oi_1 | 9 |
| clkbuf_8 | 6 |
| mux2_2 | 4 |
| or2_2 | 4 |
| buf_4 | 4 |
| nand3b_1 | 3 |
| o31ai_1 | 3 |
[final cells by class]
cell class                 instances  area [um^2]
tap                              133          166
sequential                        31          711
multi-input combinational        103          691
clock inverter                     2         35.0
fill                            1069         7890
inverter                          10         37.5
timing repair buffer              17          160
clock buffer                       6         82.6
[registers in the layout (all words and copies together) (netlist names)]
name   flops
state     13
Drs        9
Doutr      9
[per-layer routing]
metal  track usage [%]  wire length, um
met1              5.41             1420
met2              5.98             1150
met3              1.76              277
met4             0.830               45
met5                 0                0
[kinds of logic (layout without fill, tap and decap cells)]
family	Yosys count	after routing	share of synthesized area, %
mux	4	4	3.06
simple gates	62	62	24.9
flops	31	31	48.3
compound gates	37	37	19.1
buf+inv	17	35	4.68
No activity file was given, so power comes from the tool's default toggle rates.
