==> ./config.mk <==
export PLATFORM = sky130hd
export DESIGN_NAME = UART_Transmitter_FSM
export DESIGN_NICKNAME = UART_Transmitter_FSM
export VERILOG_FILES = /design/flow/design.v
export SDC_FILE = /design/flow/constraint.sdc
export NUM_CORES = 4
export LEC_CHECK = 1
export CORE_AREA = 10 10 70 70
export DIE_AREA = 0 0 80 80
==> ./constraint.sdc <==
current_design UART_Transmitter_FSM

set clk_period 2.0
set clk_io_pct 0.2

create_clock -name clk0 -period $clk_period [get_ports {clk}]

set non_clock_inputs [all_inputs -no_clocks]
set_input_delay [expr $clk_period * $clk_io_pct] -clock clk0 $non_clock_inputs
set_output_delay [expr $clk_period * $clk_io_pct] -clock clk0 [all_outputs]
==> ./design.v <==
module UART_Transmitter_FSM(
	input clk,  
	input ena,
	input PbitEna,
	input Rxi,  
	input [7:0]UI,  
	output reg Txout  
);	
	parameter Max_Cntr=4'd15;  
	reg [3:0] Cntr = 4'd0;  
	wire Pbit;  
	assign Pbit = (PbitEna)?^UI[7:0]:1'b1;  
	always@(posedge clk) begin  
		if((Cntr==Max_Cntr||Rxi)&&ena)
			Cntr <= 4'd0;
		else if(ena)
			Cntr <= Cntr+1'b1;
	end
	always@(posedge clk) begin  
		if(~ena)
			Txout <= 1'b1;
		else
			case(Cntr)
				4'd2:Txout<=1'b0;  
				4'd3:Txout<=UI[0];  
				4'd4:Txout<=UI[1];
				4'd5:Txout<=UI[2];
				4'd6:Txout<=UI[3];
				4'd7:Txout<=UI[4];
				4'd8:Txout<=UI[5];
				4'd9:Txout<=UI[6];
				4'd10:Txout<=UI[7];
				4'd11:Txout<=Pbit;  
				default:Txout<=1'b1;  
			endcase
	end
endmodule
==> ./run.sh <==
#!/bin/bash
# OpenROAD 26Q1-2900-gdf79404cd8, Yosys 0.63+post, stock flow scripts
make -C /OpenROAD-flow-scripts/flow DESIGN_CONFIG=/design/flow/config.mk WORK_HOME=/design/flow/orfs finish
==> results.py <==
# Generated from Yosys and OpenROAD reports
metrics = {
    "status": {
        "outcome": "finished clean",
    },
    "final_layout": {
        "design_area_um2": 634,
        "drive_gt1_share_pct": 14.3,
        "final_layout_top_logic_cells": "clkdlybuf4s50_1 (12), xnor2_1 (7), dfxtp_1 (5)",
        "syn_to_final_growth_pct": 45.7,
        "lay_top_count": "clkdlybuf4s50_1",
    },
    "routing": {
        "vias_per_cell": 3.81,
        "drc": 0,
        "first_pass_iters": 2,
        "first_iter_violations": 15,
        "final_antenna_net_count": 0,
        "drt-wirelength-per-cell_um": 9.22,
        "vias": 415,
        "routed_wl_um": 1010,
        "antenna_cells": 0,
    },
    "setup_path": {
        "worst-path-buf-inv": 1,
        "cp_top_family": "AND-OR/OR-AND gates",
        "path_max_fanout": 4,
        "critPathArrivalTime_ns": 1.72,
        "r2r_cells": 6,
        "r2r-start": "Cntr[0]$_SDFFE_PP0P_",
        "cp-startpoint": "Cntr[0]$_SDFFE_PP0P_",
        "critPathKind": "flop to flop",
        "r2r_slack_ns": 0.41,
        "crit_path_start_kind": "flop",
        "worst_path_largest_cell_delay_ns": 0.37,
        "endpoint_kind": "flop",
        "r2r-end": "Txout$_SDFF_PN1_",
        "crit_chain": "inv_1 -> ha_1 -> a22o_1 -> o311ai_1 -> o311a_1 -> o211ai_2",
        "cp_data_required_time_ns": 2.12,
        "cp_slowest_cell": "dfxtp_1",
    },
    "yosys": {
        "syn-instance-count": 48,
        "synth_area_um2": 435,
        "syn_avg_cell_area_um2": 9.07,
        "synth.ff_latch_count": 5,
        "yosys_warnings": 1,
        "ys_types": 28,
        "ys_area_um2": 435,
        "yosysCellCount": 48,
        "postSynthSeqShare_pct": 23.0,
    },
    "power_and_ir_drop": {
        "finalPower_uw": 375,
        "peakVddDrop_uv": 137,
        "power_density_nw_per_um2": 592,
        "leakage_nw": 0.228,
    },
    "sta": {
        "hold_viol_final": 0,
        "finalSetupViolCount": 0,
        "max_slew_margin_pct": 78.7,
        "whs_ns": 0.578,
        "maxSlewViolCount": 0,
        "period_needed_ns": 1.59,
        "tightest_slew_ns": 0.318,
        "rsz0062_at_grt": "false",
        "period_used_pct": 79.7,
        "fin_skew_ns": 0.00688,
        "fmax_mhz": 628,
        "fin_setup_tns_ns": 0,
    },
    "global_routing": {
        "grt_pass1_vias": 406,
        "antenna_found_initial": 0,
        "grt_pass1_wl_um": 1680,
        "grt-ovfl-total": 0,
        "grt_start_max_net_pins": 10,
        "grt.total_usage_pct": 3.10,
    },
    "cts": {
        "cts_buffers": 3,
        "cts_tree": "built",
        "cts_max_level": 1,
        "cts_resized": 0,
        "clk_pin_slew_ns": 0.05,
        "numClockSinks": 5,
        "cts_root_buffer": "clkbuf_4",
        "ctsHoldBuffers": 0,
        "postCtsSetupRepairBufs": 0,
        "clock_latency_ns": 0.24,
        "clk_path_buf_depth": 2,
    },
    "hold_path": {
        "hold-path-endpoint": "Cntr[2]$_SDFFE_PP0P_",
        "min_from": "Cntr[2]$_SDFFE_PP0P_",
        "hold_path_depth": 1,
        "hp-class": "flop to flop",
    },
    "placed_design": {
        "placed_area_um2": 608,
        "portBuffers": 12,
        "hpwl_um": 858,
        "gp_congestion": 0.742,
    },
    "floorplanning": {
        "chipArea_um2": 6400,
        "core_util_floorplan_pct": 12.7,
        "fp.dieH_um": 80,
        "rows": 21,
        "core_um2": 3420,
        "die_w_um": 80,
        "io_pins": 13,
    },
    "flow_run": {
        "warnings": 28,
        "max_cap_viol_count": 0,
    },
}
==> flip-flops by register name, summed over array words and instances (netlist names) <==
signal / cells
Txout: 1
Cntr: 4
==> cell usage after synthesis <==
master    n  share of area, %
a221oi_2  1               3.4
or3_4     1               2.6
o311ai_1  1               2.0
nor3b_1   1               1.7
o21ai_1   1               1.1
a22o_2    1               2.3
nor2b_2   1               2.0
nor2_1    1              0.86
and2b_1   1               1.7
a221oi_1  1               2.0
clkbuf_2  1               1.1
xnor2_1   7                14
a22o_1    2               4.0
o21ai_0   2               2.3
a31o_2    1               2.0
o22ai_1   2               2.9
a21o_1    1               1.7
inv_1     4               3.4
nor3_1    1               1.1
ha_1      4                11
o311a_1   1               2.3
o211ai_2  1               2.9
dfxtp_1   5                23
nand2_1   2               1.7
and2_1    1               1.4
nand3_1   1               1.1
nor4bb_1  1               2.3
a21oi_1   1               1.1
==> final cells by class <==
class | count | area [µm²]
timing repair buffer | 12 | 120
sequential | 5 | 100
fill | 386 | 2780
clock buffer | 4 | 26.3
tap | 46 | 57.6
multi-input combinational | 38 | 315
inverter | 4 | 15.0
==> stage by stage <==
stage	util (%)	setup slack (ns)	instances
CTS	18.6	0.399	109
floorplan	-	0.513	48
finish	18.6	0.407	109
global route	18.6	0.305	109
global placement	17.8	0.228	105
detailed placement	17.8	0.239	105
==> metal layers <==
metal	GRT usage, %	part of all wire (%)	vias to the layer above
met5	0	0	-
met4	1.06	3.8	0
met3	1.14	3.4	2
met2	5.78	53	7
met1	3.05	40	194
li1	-	-	212
==> kinds of logic after synthesis <==
logic type	synth area share [%]
XOR/XNOR	14.1
flip-flops	23.0
AND-OR/OR-AND	30.2
adder cells (fa/ha/maj)	11.5
buffers and inverters	4.60
AND/OR/NAND/NOR	16.7
==> power breakdown <==
part           switching, mW  internal [mW]  total, mW
registers            0.00854          0.111      0.119
logic                 0.0593         0.0808      0.140
clock network         0.0403         0.0754      0.116
==> worst max path at each step <==
stage	endpoint	slack (ns)	cells past startpoint
CTS	Txout$_SDFF_PN1_	0.40	6
global route	Txout$_SDFF_PN1_	0.31	6
finish	Txout$_SDFF_PN1_	0.41	6
Power and IR drop assume default switching activity.
