<file path="design/flow/run.sh">
#!/bin/bash
# OpenROAD 26Q1-2900-gdf79404cd8, Yosys 0.63+post, stock flow scripts
make -C /OpenROAD-flow-scripts/flow DESIGN_CONFIG=/design/flow/config.mk WORK_HOME=/design/flow/orfs finish
</file>
<file path="design/flow/config.mk">
export PLATFORM = sky130hd
export DESIGN_NAME = BaudControl
export DESIGN_NICKNAME = BaudControl
export VERILOG_FILES = /design/flow/design.v
export SDC_FILE = /design/flow/constraint.sdc
export NUM_CORES = 4
export LEC_CHECK = 1
export CORE_AREA = 10 10 70 70
export DIE_AREA = 0 0 80 80
</file>
<file path="design/flow/constraint.sdc">
current_design BaudControl

set clk_period 2.2
set clk_io_pct 0.2

create_clock -name clk0 -period $clk_period [get_ports {clk}]

set non_clock_inputs [all_inputs -no_clocks]
set_input_delay [expr $clk_period * $clk_io_pct] -clock clk0 $non_clock_inputs
set_output_delay [expr $clk_period * $clk_io_pct] -clock clk0 [all_outputs]
</file>
<file path="design/flow/design.v">
module BaudControl(
	input clk,  
	input [2:0]BC,  
	output reg ena  
);
	parameter Baud_9600 = 9'd434;  
	parameter Baud_19200 = 9'd217;  
	parameter Baud_38400 = 9'd109;  
	parameter Baud_57600 = 9'd72;  
	parameter Baud_115200 = 9'd36;  
	reg [8:0] Cntr = 9'd0;  
	reg [8:0] Max_Cntr1;  
	wire [8:0] Max_Cntr;  
	assign Max_Cntr=(~BC[2]&~BC[1]&BC[0])?Baud_19200:(~BC[2]&BC[1]&~BC[0])?Baud_38400:(~BC[2]&BC[1]&BC[0])?Baud_57600:(BC[2]&~BC[1]&~BC[0])?Baud_115200:Baud_9600;
	always@(posedge clk) begin  
		Max_Cntr1 <= Max_Cntr;
	end
	always@(posedge clk) begin  
		if(Cntr==Max_Cntr1) 
			Cntr <= 9'd0;
		else
			Cntr <= Cntr + 1'b1;
	end
	always@(*) begin  
		if(Cntr==Max_Cntr1)
			ena <= 1'b1;
		else
			ena <= 1'b0;
	end
endmodule
</file>
==> GITHUB_STEP_SUMMARY <==
### Flow metrics

| Metric | Value |
|---|---|
| Status | `finished clean` |
| Placement Cell Area | `767.0 um2` |
| Setup violators final | `0` |
| Cell type with the highest aggregate area in the netlist | `sky130_fd_sc_hd__dfxtp_1` |
| Top-area cell share | `45.37%` |
| Slew at the pin closest to its max-slew limit | `0.2537 ns` |
| Total standard cell area after synthesis | `661.9 um2` |
| Number of cells produced by synthesis | `68` |
| Final-report max-slew violation count | `0` |
| Pin count of the biggest net entering global routing | `11` |
| Wire length reported by the detailed router | `1265 um` |
| Number of antenna violations at the first check in global routing | `0` |
| Post-synth ARST share | `0%` |
| Placeable core area | `0.003416 mm2` |
| Fp_density | `19.38%` |
| Class of the most critical setup path | `flop to output port` |
| EDFF count, synth | `0` |
| Reg power frac | `48.3%` |
| Overflow left after global routing | `0` |
| MaxCap Viol Count | `0` |
| Average footprint of a synthesized cell | `9.734 um2` |
| P_leak | `0.3024 nW` |
| Final routed wire length divided by cell count | `10.12 um` |
| Number of remaining DRC errors | `0` |
| Worst EP arrival | `1.55 ns` |
| Minimum setup slack in the final design | `0.2150 ns` |
| Post-route design area | `827.0 um2` |
| Cell Int Power | `0.5945 mW` |
| Total tool warning count | `25` |
| Core Rows | `21` |
| Synth top area cells | `sky130_fd_sc_hd__dfxtp_1, sky130_fd_sc_hd__xor2_1, sky130_fd_sc_hd__or3_1` |
| CTS tree | `yes` |
| Clock Skew | `0.001021 ns` |
| Clock transition at path regs | `0.09 ns` |
| Period minus WS final | `1.985 ns` |
| Diodes inserted | `0` |
| CTS H-tree lvls | `1` |
| Netlist cell types | `20` |
| Number of nets with antenna violations after detailed routing | `0` |
| Die area | `0.006400 mm2` |
| Most frequent cell after synthesis | `sky130_fd_sc_hd__dfxtp_1` |
| Unrepaired setup endpoints after global routing | `false` |
| Count of input and output buffers | `4` |
| Finished Core Util | `24.21%` |
| Total clock sinks | `15` |
| Placed wire-length estimate | `899.2 um` |
| Data required time of the worst path | `1.76 ns` |
| Drt initial violations | `50` |
| Portion of the post-synthesis area used by sequential elements | `45.37%` |
| Total of warnings raised by yosys | `1` |
| GRT Overall Usage | `4.319%` |
| Critical path capture point type | `output port` |
| Cell chosen for the clock root | `sky130_fd_sc_hd__clkbuf_4` |
| Switching power share of the total | `37.82%` |
| Hold-fix buffer count after cts | `0` |
| Placed Instances | `119` |
| Vias per cell | `4.288` |
| First-pass iteration count of the detailed router | `4` |
| Main flop type after synthesis | `sky130_fd_sc_hd__dfxtp_1` |
| Setup_tns | `0 ns` |
| Summed standard-cell area reported by yosys | `661.9 um2` |
| Synth flops | `15` |
| Top cell types by occurrence after synthesis | `sky130_fd_sc_hd__dfxtp_1, sky130_fd_sc_hd__nand3_1, sky130_fd_sc_hd__or3_1, sky130_fd_sc_hd__xor2_1, sky130_fd_sc_hd__a31oi_1` |
| Post-layout power | `0.9562 mW` |
| Cell Pwr Density | `1156 mW/mm2` |
| Clock buffer count from CTS | `3` |
| Clock insertion delay at the later pin of the skew report | `0.29 ns` |
| Weighted congestion reported at the end of routability-driven placement | `0.8169` |
| Worst relative slew slack | `83.07%` |
| Worst-path fanout max | `4` |
| Signed area change from the synthesized netlist to the final layout | `24.95%` |
| Total number of vias | `536` |
| Max frequency | `503.8 MHz` |
| Count of pins on the block boundary | `5` |
| Worst min path class | `flop to flop` |
| Hold Fails Final Rpt | `0` |
| Die Span X | `80 um` |
| Via count of the first global-routing pass | `528` |
| Worst slack, placed | `0.2006 ns` |
| Part of the total power dissipated in combinational logic | `34.7%` |
| Filler-free cell count of the finished design | `125` |
| Cycle use final | `90.23%` |
| Worst voltage drop across the vdd grid | `0.3686 mV` |
| Startpoint Class | `flop` |
| Wire length of the first global-routing pass | `2283 um` |
| Power share of the clock group | `17.0%` |
| Proportion of layout cells with a drive suffix above 1 | `20.25%` |
| Hold Slack | `0.4964 ns` |
| Height of the die | `80 um` |
| Fill cell total of the finished layout | `371` |
| Number of cells in Yosys stat | `68` |
| Maximum root-to-sink buffer count | `2` |
| Sw Pwr | `0.3617 mW` |
power by group through the flow:
stage     Combinational [mW]  Sequential, mW  Clock (mW)
6_report               0.331           0.462       0.163
5_1_grt                0.377           0.479       0.174
4_1_cts                0.331           0.460       0.169
per-layer routing:
layer	share of wire [%]	vias to the layer above	GRT usage [%]	wire length, um
li1	-	274	-	-
met1	52	247	5.990	663
met2	38	13	5.778	483
met3	8.6	2	2.500	109
met4	0.63	0	0.5282	8
met5	0	-	0	0
placed cells by master (no fill, tap or decap):
| cell type | netlist | final |
|---|---|---|
| sky130_fd_sc_hd__dfxtp_1 | 15 | 12 |
| sky130_fd_sc_hd__nand3_1 | 7 | 7 |
| sky130_fd_sc_hd__inv_1 | 1 | 1 |
| sky130_fd_sc_hd__a32oi_1 | 4 | 4 |
| sky130_fd_sc_hd__nand2b_1 | 1 | 1 |
| sky130_fd_sc_hd__mux2i_1 | 1 | 1 |
| sky130_fd_sc_hd__clkinvlp_4 | 0 | 1 |
| sky130_fd_sc_hd__ha_1 | 1 | 1 |
| sky130_fd_sc_hd__buf_4 | 0 | 5 |
| sky130_fd_sc_hd__a31oi_1 | 5 | 5 |
| sky130_fd_sc_hd__clkdlybuf4s50_1 | 0 | 3 |
| sky130_fd_sc_hd__dfxtp_2 | 0 | 2 |
| sky130_fd_sc_hd__o21ai_0 | 4 | 4 |
| sky130_fd_sc_hd__xor2_1 | 6 | 6 |
| sky130_fd_sc_hd__nand4_1 | 1 | 1 |
| sky130_fd_sc_hd__xnor2_1 | 3 | 3 |
| sky130_fd_sc_hd__or3_1 | 7 | 5 |
| sky130_fd_sc_hd__clkbuf_4 | 0 | 3 |
| sky130_fd_sc_hd__nand2_1 | 3 | 3 |
| sky130_fd_sc_hd__dfxtp_4 | 0 | 1 |
| sky130_fd_sc_hd__nor2_1 | 4 | 4 |
| sky130_fd_sc_hd__dlygate4sd2_1 | 0 | 1 |
| sky130_fd_sc_hd__and3_1 | 1 | 1 |
| sky130_fd_sc_hd__nor3_2 | 1 | 1 |
| sky130_fd_sc_hd__a22oi_4 | 1 | 1 |
| sky130_fd_sc_hd__or3_4 | 0 | 2 |
final cells by class:
class / count / area, um2 / area share [%]
multi-input cells: 50 / 352.8 / 42.66
repair buffers: 9 / 76.32 / 9.228
flip-flops and latches: 15 / 306.5 / 37.07
clock buffers: 3 / 22.52 / 2.723
clock inverters: 1 / 7.507 / 0.9077
inverters: 1 / 3.754 / 0.4539
well taps: 46 / 57.56 / 6.959
worst paths after layout:
kind         cells after the start    start  slack, ns      end
max                              4  Cntr[1]       0.21      ena
min reg2reg                      2  Cntr[8]       0.50  Cntr[8]
min                              2  Cntr[8]       0.50  Cntr[8]
max reg2reg                      5  Cntr[1]       0.82  Cntr[5]
sequential cells by signal (all words and copies together) (netlist names):
signal	cells
Cntr	9
Max_Cntr1	6
critical path: stages (launching register included):
cell and delay [ns]:
sky130_fd_sc_hd__dfxtp_1 0.35, sky130_fd_sc_hd__or3_4 0.38, sky130_fd_sc_hd__a22oi_4 0.16, sky130_fd_sc_hd__and3_1 0.16, sky130_fd_sc_hd__dlygate4sd2_1 0.20
cells by family (layout without fill, tap and decap cells):
family          count (synthesis)  after routing  share of synthesized area, %
flops                          15             15                         45.37
mux                             1              1                         1.512
buf+inv                         3             14                         2.834
xor+xnor                        9              9                         11.91
simple gates                   25             25                         20.23
compound gates                 14             14                         16.26
fa+ha+maj                       1              1                         1.890
what timing repair did:
action | in CTS | in global routing
setup endpoints to repair | 1 | 0
buffers inserted | 2 | 0
resized | 7 | 0
endpoints found under the hold margin | 0 | 0
Power and IR drop assume default switching activity.
